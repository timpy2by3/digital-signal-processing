==> design/flow/run.sh <==
#!/bin/bash
# OpenROAD 26Q1-2900-gdf79404cd8, Yosys 0.63+post, stock flow scripts
make -C /OpenROAD-flow-scripts/flow DESIGN_CONFIG=/design/flow/config.mk WORK_HOME=/design/flow/orfs finish
==> design/flow/config.mk <==
export PLATFORM = sky130hd
export DESIGN_NAME = fifo
export DESIGN_NICKNAME = fifo
export VERILOG_FILES = /design/flow/design.v
export SDC_FILE = /design/flow/constraint.sdc
export NUM_CORES = 4
export LEC_CHECK = 1
export CORE_UTILIZATION = 30
==> design/flow/constraint.sdc <==
current_design fifo

set clk_period 6.2
set clk_io_pct 0.2

create_clock -name clk0 -period $clk_period [get_ports {clk}]

set non_clock_inputs [all_inputs -no_clocks]
set_input_delay [expr $clk_period * $clk_io_pct] -clock clk0 $non_clock_inputs
set_output_delay [expr $clk_period * $clk_io_pct] -clock clk0 [all_outputs]
==> design/flow/design.v <==
module fifo #(parameter DATA_WIDTH=24, ADDR_WIDTH=3)
            (clk, reset, rd, wr, empty, full, w_data, r_data);
	input  logic clk, reset, rd, wr;
	output logic empty, full;
	input  logic [DATA_WIDTH-1:0] w_data;
	output logic [DATA_WIDTH-1:0] r_data;
	logic [ADDR_WIDTH-1:0] w_addr, r_addr;
	logic w_en;
	assign w_en = wr & (~full | rd);
	fifo_ctrl #(ADDR_WIDTH) c_unit (.*);
	reg_file #(DATA_WIDTH, ADDR_WIDTH) r_unit (.*);
endmodule   
module fifo_ctrl #(parameter ADDR_WIDTH=4)
                 (clk, reset, rd, wr, empty, full, w_addr, r_addr);
	input  logic clk, reset, rd, wr;
	output logic empty, full;
	output logic [ADDR_WIDTH-1:0] w_addr, r_addr;
	logic [ADDR_WIDTH-1:0] rd_ptr, rd_ptr_next;
	logic [ADDR_WIDTH-1:0] wr_ptr, wr_ptr_next;
	logic empty_next, full_next;
	assign w_addr = wr_ptr;
	assign r_addr = rd_ptr;
	always_ff @(posedge clk) begin
		if (reset)
			begin
				wr_ptr <= 0;
				rd_ptr <= 0;
				full   <= 0;
				empty  <= 1;
			end
		else
			begin
				wr_ptr <= wr_ptr_next;
				rd_ptr <= rd_ptr_next;
				full   <= full_next;
				empty  <= empty_next;
			end
	end   
	always_comb begin
		rd_ptr_next = rd_ptr;
		wr_ptr_next = wr_ptr;
		empty_next = empty;
		full_next = full;
		case ({rd, wr})
			2'b11:   
				begin
					rd_ptr_next = rd_ptr + 1'b1;
					wr_ptr_next = wr_ptr + 1'b1;
				end
			2'b10:   
				if (~empty)
					begin
						rd_ptr_next = rd_ptr + 1'b1;
						if (rd_ptr_next == wr_ptr)
							empty_next = 1;
						full_next = 0;
					end
			2'b01:   
				if (~full)
					begin
						wr_ptr_next = wr_ptr + 1'b1;
						empty_next = 0;
						if (wr_ptr_next == rd_ptr)
							full_next = 1;
					end
			2'b00: ;  
		endcase
	end   
endmodule   
module reg_file #(parameter DATA_WIDTH=8, ADDR_WIDTH=2)
                (clk, w_data, w_en, full, w_addr, r_addr, r_data);
	input  logic clk, w_en, full;
	input  logic [ADDR_WIDTH-1:0] w_addr, r_addr;
	input  logic [DATA_WIDTH-1:0] w_data;
	output logic [DATA_WIDTH-1:0] r_data;
	logic [DATA_WIDTH-1:0] array_reg [0:2**ADDR_WIDTH-1];
	always_ff @(posedge clk) begin
	   if (w_en)
		   array_reg[w_addr] <= w_data;
		if (full)
			r_data <= array_reg[r_addr];
		else
			r_data <= 0;
	end  
endmodule   
==> job_summary.md <==
## Implementation flow summary

| Metric | Value |
|---|---|
| # port buffers | 53 |
| Core Region | 27100 um^2 |
| Max-cap violations | 0 |
| Arrival time worst endpoint | roughly 3.2 ns |
| Clock sinks | between 200 and 250 |
| Later-pin clock latency in the skew report | 0.50 ns |
| Critical path class | input port to flop |
| First-pass GRT wire length | 23.83 mm |
| Site Rows | 60 |
| Flop2flop setup slack | about 3.7 ns |
| WHS | approximately 0.57 ns |
| Routed len/inst | 17.61 um |
| Clock Path Buffers | 3 |
| Antenna diodes | 0 |
| Gpl congestion | between 0.7 and 0.8 |
| Relative slew slack | between 40% and 50% |
| Max H-tree Level | 1 |
| Crit path largest cell delay | 0.58 ns |
| Hold crit path type | flop to flop |
| Initial antenna violation count | 0 |
| Drt first pass iters | 4 |
| F_max | 333.5 MHz |
| Flops after synth | approximately 220 |
| Worst r2r path cells | 5 |
| Die span in y | roughly 170 um |
| Critical Path RT | roughly 6.4 ns |
| OpenROAD warnings | 27 |
| Final Skew | 0.007252 ns |
| CTS tree | yes |
| Setup violations, final | 0 |
| Largest net degree at the start of global routing | 39 |
| # Post-CTS Setup Buffers | 0 |
| RSZ-0062 raised after global routing | false |
| Hold Startpoint | c_unit.empty |
| Setup crit end kind | flop |
| Die Wd | between 150 and 200 um |
| Hold_buf cts | 0 |
| Outcome | finished, final reports clean |
| Synthesized area | 8334 um^2 |
| Worst-path clk slew | 0.06 ns |
| Pins Over Slew Limit | 0 |
| HPWL after DPL | roughly 8.8 mm |
| Worst-margin pin slew | roughly 0.75 ns |
| CTS Buf Count | 24 |
| Clock root buffer | clkbuf_16 |
| CP Buf/Inv Count | 3 |
| Comb pwr share | just over 8% |
| Syn Area/Cell | about 21 um^2 |
| Hold path endpoint | c_unit.empty |
| Fraction of layout cells with a size suffix above 1 | between 20% and 30% |
| Reg2reg start | c_unit.full |
| Largest register FFs | about 190 |
| Yosys warnings | 2 |
| Pint | roughly 2700 uW |
| Clock power share | 40.1% |
| WHS Path Cells | 2 |
| Final period util | about 48% |
| Critical Path Source Type | input port |
| PD cells | 331.8 nW/um^2 |
| Routed via count | 3867 |
| GRT Residual Overflow | 0 |
| Crit path max fanout | 13 |
| Leading area contributor after synthesis | edfxtp_1 |
| Sequential-to-total area share from yosys stat | between 70% and 80% |
| Ys cells | between 300 and 400 |
| Routed Antenna Nets | 0 |
| Fill count | 2430 |
| Worst slack, placed | about 2.6 ns |
| Largest delay share family, worst path | buffers and inverters |
| Tot Pwr | about 3300 uW |
| Yosys Chip Area | about 8300 um^2 |
| Initial core utilization | a little under a third |
| Cells after Synth | between 300 and 400 |
| Fin crit period | about 3.0 ns |
| Leak | 0.003134 uW |
| DR iter-0 viols | 235 |
| Via density | roughly 4.5 |
| Hold Fails Final Rpt | 0 |
| Sw Share | 20.50% |
| Gate Area | between 1500 and 2000 um^2 |
| Number of remaining DRC errors | 0 |
| Top area cell types | edfxtp_1 69%, mux4_2 13%, dfxtp_1 7.7%, mux2i_1 2.9%, nor2_1 1.5% |
| Distinct cells, synth | 28 |
| Number of global-route vias before repair | between 4000 and 5000 |
| NetSw | about 700 uW |
| I/O pin total | 54 |
| Chip footprint | between 20000 and 30000 um^2 |
| Worst R2R End | r_unit.array_reg[3][9] |
| Worst setup margin | about 3.2 ns |
| TNS Setup | 0 ns |
| Reg power frac | about 52% |
| Critical-path top delay cell | nor2_2 |
| Total Routed Length | about 15 mm |
| Final Util | between 30 and 40% |
| Post-CTS Resized | 0 |
| Layout area overhead | 21.08% |
| Critical path origin | rd |
| Worst VDD drop | 0.1376 mV |
| Top-area cell share | 69.18% |
| GRT Util Overall | 11.85% |
| CP Cell Sequence | clkdlybuf4s50_1 -> inv_1 -> a211o_1 -> nor2_2 -> buf_4 |
| Register Area | about 6400 um^2 |
==> placed cells by master (no fill, tap or decap) <==
cell type,Yosys,final
nor3_2,0,2
o211ai_1,1,1
clkbuf_16,0,25
a211oi_1,2,2
nor2_2,0,6
xor2_1,1,1
nand4_1,2,2
ha_1,5,5
mux2i_1,24,24
dfxtp_2,0,2
bufinv_16,0,1
a21oi_1,5,5
nand2b_1,2,2
or3_1,2,2
a21boi_0,2,2
edfxtp_1,192,192
clkdlybuf4s50_1,0,53
clkbuf_1,4,10
nand2_1,5,5
a211o_1,3,3
a221oi_1,1,1
buf_4,0,13
dfxtp_1,32,29
o21ai_0,2,2
dfxtp_4,0,1
clkbuf_8,0,3
clkinv_1,1,2
mux4_2,48,48
xnor3_1,2,2
xnor2_1,4,4
clkinv_2,0,4
nor4b_1,1,1
nor2_1,33,27
inv_1,5,5
==> layer usage <==
metal | global-route usage (%) | routed length, um | vias up
met5 | 0 | 0 | -
met4 | 2.332 | 306 | 0
met3 | 7.143 | 1734 | 25
met2 | 19.51 | 7704 | 199
met1 | 13.48 | 5384 | 1903
li1 | - | - | 1740
==> how the worst max path moves through the flow <==
stage / cells past startpoint / slack, ns / end
final: 5 / 3.20 / r_unit.array_reg[2][9]
after global routing: 5 / 3.05 / r_unit.array_reg[2][9]
after CTS: 5 / 3.16 / r_unit.array_reg[2][19]
==> synth_stat cells, drive strengths merged <==
library cell / instances
a21oi: 5
buf: 15
o211ai: 1
mux4: 48
xnor3: 2
a21boi: 2
ha: 5
xor2: 1
or3: 2
mux2i: 24
dfxtp: 32
edfxtp: 192
nand2b: 2
a211o: 3
nor3: 2
xnor2: 4
nor4b: 1
a221oi: 1
nor2: 33
clkinv: 1
a211oi: 2
o21ai: 2
clkbuf: 4
nand2: 5
nand4: 2
inv: 5
==> worst register-to-register path: stages, from the launching register on <==
cell      delay (ns)
dfxtp_1         0.37
clkinv_1        0.06
buf_4           0.33
o211ai_1        0.32
nor2_2          0.68
buf_4           0.37
==> kinds of logic after synthesis <==
group / Yosys count / synth area share [%]
flops: 224 / 76.87
mux: 72 / 15.85
simple gates: 47 / 2.387
buf+inv: 25 / 1.786
compound gates: 16 / 1.291
xor+xnor: 7 / 1.066
fa+ha+maj: 5 / 0.7506
==> power groups by stage <==
stage,Sequential (uW),Combinational [uW],Clock [uW]
CTS,1730,288,1380
global route,1730,309,1440
finish,1730,279,1340
==> final cells by class <==
type / instances / share of cell area, %
Clock inverter: 6 / 0.5332
Tap cell: 372 / 4.613
Multi-Input combinational cell: 147 / 17.88
Inverter: 6 / 0.2232
Timing Repair Buffer: 66 / 6.224
Clock buffer: 38 / 6.981
Sequential cell: 224 / 63.55
==> metrics by stage <==
stage	std cells	instance area, um^2
floorplan	396	8334
global placement	815	9333
detailed placement	815	9333
CTS	859	10090
global route	859	10090
finish	859	10090
Power and IR drop assume default switching activity.
