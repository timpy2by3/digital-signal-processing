**./config.mk**
```make
export PLATFORM = sky130hd
export DESIGN_NAME = accumulator
export DESIGN_NICKNAME = accumulator
export VERILOG_FILES = /design/flow/design.v
export SDC_FILE = /design/flow/constraint.sdc
export NUM_CORES = 4
export LEC_CHECK = 1
export CORE_UTILIZATION = 30
```
**./constraint.sdc**
```tcl
current_design accumulator

set clk_period 20.3
set clk_io_pct 0.2

create_clock -name clk0 -period $clk_period [get_ports {clk}]

set non_clock_inputs [all_inputs -no_clocks]
set_input_delay [expr $clk_period * $clk_io_pct] -clock clk0 $non_clock_inputs
set_output_delay [expr $clk_period * $clk_io_pct] -clock clk0 [all_outputs]
```
**./design.v**
```verilog
module accumulator(clk, reset, en, r_data, w_data, q);
	input logic clk, reset, en; 			 
	input logic [23:0] r_data, w_data;	 
	output logic [23:0] q;
	always_ff @(posedge clk) begin
		if (reset)
			q <= 0;
		else if (en)
			q <= q + r_data * -1 + w_data;
		else
			q <= q;
	end  
endmodule  
```
**./run.sh**
```bash
#!/bin/bash
# OpenROAD 26Q1-2900-gdf79404cd8, Yosys 0.63+post, stock flow scripts
make -C /OpenROAD-flow-scripts/flow DESIGN_CONFIG=/design/flow/config.mk WORK_HOME=/design/flow/orfs finish
```
==> commit_impl_results.txt <==
Store results of the implementation flow

- Critical path's largest stage delay: approximately 0.84 ns
- Max stage delay cell, worst path: fa_1
* # IOs: roughly 75
- Number of global-route vias before repair: between 4,000 and 5,000
- Floorplan core area: around 0.020 mm2
* Share of the clock period used by the worst path: a little over half
- Total routing usage reported by global routing: 13.7%
- Summing over every cut layer, the via total after detailed routing is between 4,000 and 5,000.
* Width of the chip: approximately 150 um
* Post-synthesis share of cell area spent on xor and xnor gates: 7.47%
- Most common cell after layout, fill and taps aside: inv_1
- TritonCTS clock tree: done
- Register with the most flip-flops: q
- Per the layout area report, the register area comes to between 400 and 500 um2.
* Setup-violating endpoint count in the final report: 0
- Placement row count: roughly 52
- Number of synthesized flops with an enable pin: 0
* Accumulated negative setup slack: 0 ns
- Post-CTS sizing: 0
- Number of buffers added to fix hold violations after cts: 0
- Number of buffers inserted during clock tree synthesis: 3
- Clock latency on the worst-skew pair, taken at its later pin, is about 0.26 ns.
- Req. time, crit path: about 20 ns
- Startpoint types: input port
- The routed design ends up with an antenna cell count of 0.
- Floorplan Utilization: 31.0%
- Setup bufs post-CTS: 0
* Number of fillers in the final layout: roughly 2,100
- Wire length per cell: approximately 13 um
* Die Footprint: about 0.022 mm2
* PortBufs: about 74
- Counting every instance in the synthesized netlist gives between 600 and 700.
- Post-Synth Adder-Cell Area: 57.8%
- CTS placed an instance of clkbuf_16 at the clock tree root.
* Max clock buf depth: 2
* Final setup margin: between 9 and 10 ns
- Traced cell by cell, the critical path runs through clkdlybuf4s50_1 -> fa_1 -> inv_1 -> fa_1 -> inv_1 -> fa_1 -> xor2_1 -> ha_1 -> a21oi_1 -> fa_1 -> inv_1 -> fa_1 -> inv_1 -> fa_1 -> inv_1 -> ha_1 -> nand2_1 -> nor2_1 -> and2_1 -> o211ai_1 -> a31oi_1 -> nor3_1 -> o31ai_1.
- Largest fanout on the critical path: 9
- At the end of routability-driven placement, the weighted congestion stood at 0.857.
* Type of the worst min-delay path: flip-flop to flip-flop
- Total Routed Length: 12.8 mm
- Vias per cell: about 4.4
- Across the routed clock network, the largest skew measured is ~0.0020 ns.
- The post-route utilization of the core is recorded as approximately 37%.
- The synthesized design contains 24 register bits.
* Run status: complete, no violations
- Fin crit period: 10.62 ns
- Clock transition at the registers of the reported paths: about 0.070 ns
* Clock tree sinks: 24
* TritonRoute pass-1 iters: 4
- Endpoints failing hold: 0
- Total of max-cap violations: 0
- The post-route netlist has under 10% of its cells at a drive strength greater than 1.
- By instance count after routing, the leading logic cell types are inv_1 (179), fa_1 (121), ha_1 (99).
* Distinct cells, synth: 48
- The initial antenna violation count is 0.
- Worst hold slack: 0.502 ns
- After synthesis, the share of cell area in mux cells is around 1.7%.
- Largest registers in the final layout: q (24)
- At the placement stage, the worst setup path has a slack of around 9.4 ns.
- Top cell by count, worst path: fa_1
* Warnings, synthesis: 1
- For this run the detailed placement stage logged an HPWL of roughly 12 mm.
- Synthesized area: ~0.0063 mm2
- Nets still carrying antenna violations after routing amount to 0.
* Worst-Margin Slew: roughly 0.74 ns
* Worst setup path class: input port to flip-flop
- Async S/R FF share, synth: 0%
- Wire length of the first global-routing pass: roughly 22 mm
- The data arrival time reported for the critical path is 10.80 ns.
- Overflow left after global routing: 0
- Maximum number of pins on one net before global-route repair: 32
* Dominant comb cell: adder cells
* Post-synthesis sequential area ratio: 7.59%
* DRC violation total after the first TritonRoute iteration: 102
- The die is roughly 150 um tall.
* Setup crit end kind: flip-flop
- Relative slew margins: 50.9%
- The register with the most flip-flops in the layout has 24 of them.
* Fmax: 0.0941 GHz
* H-tree levels: 1
- For reference, the final report shows the max-slew violation count at 0.
* Unrepaired setup endpoints after global routing: no
- After synthesis, the design contains approximately 650 cells according to Yosys.
* AND-OR/OR-AND Cells, Area Fraction: 8.12%
* Yosys chip area: 0.00633 mm2
* Synthesized area per cell: just under 10 um2
- Most instantiated flip-flop cell in the synthesis netlist: dfxtp_1
* Area of the multi-input gates: just over 0.005 mm2
* And+or+nand+nor area frac: roughly 5.9%
* Number of warnings the tools reported: 26
- DR DRC count: 0
- Per the run report, area growth between synthesis and finish was 18.3%.
==> critical path: cells and delay by family <==
| kind | cells | cell delay (ns) |
|---|---|---|
| adders and majority gates | 8 | 4.21 |
| buffers and inverters | 6 | 0.98 |
| AOI/OAI and AO/OA | 4 | 0.76 |
| and+or+nand+nor | 4 | 0.53 |
| xor gates and xnor gates | 1 | 0.27 |
==> final cells by class <==
class / count / share of cell area [%]
clock buffers: 3 / 1.00
clock inverters: 1 / 0.401
inverters: 179 / 8.97
multi-input cells: 433 / 68.5
flip-flops and latches: 24 / 6.42
well taps: 270 / 4.51
repair buffers: 77 / 10.2
==> final timing paths <==
path	start	end	slack, ns	cells after the start
max	r_data[0]	q[22]	9.68	23
min	q[22]	q[22]	0.50	2
max reg2reg	q[11]	q[22]	15.21	17
min reg2reg	q[22]	q[22]	0.50	2
==> Yosys cell counts, types with 3 or more instances <==
cell,number,area (um2)
clkbuf_1,6,22.5
xnor2_1,41,359
a21o_1,10,75.1
dfxtp_1,24,480
nand2_1,16,60.1
nor3_1,5,25.0
a211oi_1,5,37.5
a21oi_1,19,95.1
a22o_1,3,26.3
fa_1,121,2420
nand4b_1,3,26.3
mux2i_1,11,110
xor2_1,13,114
nand2b_1,4,25.0
o21bai_1,4,30.0
ha_1,99,1240
inv_1,179,672
nor2_1,27,101
o21ai_0,13,65.1
==> metal layers <==
metal  vias up  GRT usage (%)  wire [um]  share of wire, %
li1       2155              -          -                 -
met1      2043           21.3       6100                47
met2       100           21.0       5870                46
met3         2           3.58        860               6.7
met4         0          0.206         19              0.15
met5         -              0          0                 0
==> through the flow <==
| step | area (um2) | instances |
|---|---|---|
| 2_1_floorplan | 6330 | 645 |
| 3_3_place_gp | 7380 | 983 |
| 3_5_place_dp | 7380 | 983 |
| 4_1_cts | 7490 | 987 |
| 5_1_grt | 7490 | 987 |
| 6_report | 7490 | 987 |
==> cells by family (layout without fill, tap and decap cells) <==
kind of cell	after synthesis	in the layout
XOR/XNOR	54	54
AND-OR/OR-AND	75	75
AND/OR/NAND/NOR	73	73
multiplexers	11	11
buffers and inverters	188	260
flip-flops	24	24
adder cells (fa/ha/maj)	220	220
